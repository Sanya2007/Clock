`design/flow/config.mk`:
```
export PLATFORM = sky130hd
export DESIGN_NAME = reg_write
export DESIGN_NICKNAME = reg_write
export VERILOG_FILES = /design/flow/design.v
export SDC_FILE = /design/flow/constraint.sdc
export NUM_CORES = 4
export LEC_CHECK = 1
export CORE_AREA = 10 10 110 110
export DIE_AREA = 0 0 120 120
```
`design/flow/constraint.sdc`:
```
current_design reg_write

set clk_period 1.8
set clk_io_pct 0.2

create_clock -name clk0 -period $clk_period [get_ports {i_CLK}]

set non_clock_inputs [all_inputs -no_clocks]
set_input_delay [expr $clk_period * $clk_io_pct] -clock clk0 $non_clock_inputs
set_output_delay [expr $clk_period * $clk_io_pct] -clock clk0 [all_outputs]
```
`design/flow/design.v`:
```
module reg_write
(
	input	logic			i_CLK	,
	input	logic			i_RST	,
	input	logic	[23:0]	i_DATA	,
	input	logic			i_VALID	,
	output	logic			o_ST_CP	,
	output	logic			o_SH_CP	,
	output	logic			o_DATA	
);
	logic	[23:0]	data;
	logic			valid_del;
	logic			sh_cp_en;
	logic			st_cp_en;
	logic	[5:0]	cnt;
	assign o_DATA = data[23];
	assign o_SH_CP = cnt[0];
	always_ff @(posedge i_CLK)
		begin
			if(i_RST)
				begin
					data <= '0;
					valid_del <= 1'b0;
					sh_cp_en <= 1'b0;
					st_cp_en <= 1'b0;
				end
			else
				begin
					valid_del <= i_VALID;
					if((i_VALID ^ valid_del) && !i_VALID)
						begin
							sh_cp_en <= 1'b1;
						end
					else if(cnt[5:1] == 23 && cnt[0])
						begin
							sh_cp_en <= 0;
						end
					if(i_VALID)
						begin
							data <= i_DATA;
						end
					else if(sh_cp_en && cnt[0])
						begin
							data <= data << 1;
						end
					if(st_cp_en && cnt[5:1] == 24)
						begin
							o_ST_CP <= 1'b1;
						end
					else
						begin
							o_ST_CP <= 1'b0;
						end
					if(i_VALID)
						begin
							st_cp_en <= 1'b1;
						end
					else if(cnt[5:1] == 24)
						begin
							st_cp_en <= 1'b0;							
						end
				end
		end
	always_ff @(posedge i_CLK)
		begin
			if(i_RST || i_VALID)
				begin
					cnt <= '0;
				end
			else if(sh_cp_en) 
				begin
					cnt <= cnt + 1;
				end
		end
endmodule
```
`design/flow/run.sh`:
```
#!/bin/bash
# OpenROAD 26Q1-2900-gdf79404cd8, Yosys 0.63+post, stock flow scripts
make -C /OpenROAD-flow-scripts/flow DESIGN_CONFIG=/design/flow/config.mk WORK_HOME=/design/flow/orfs finish
```
==> summary.txt <==
run results: outcome complete, no violations, Remaining Overflow, GRT 0, global-route wire length before repair 6470 um, YS warnings 1, Buf+Inv Stages, Crit Path 1, max-slew violations 0, Slowest cell on crit path clkdlybuf4s50_1, DRT Wirelength 3780 um, Fmax 594 MHz, # H-tree levels 2, DRT iter0 DRCs 39, kind of critical path flip-flop to output port, Init Core Util 15.9%, CTS Buffer Depth 2, Log Warnings 25, YS chip area 1560 um^2, ys async rst share 0%, TritonCTS Buffers 5, worst endpoint data arrival time 1.32 ns, DR vias/cell 3.91, crit path time final 1.68 ns, Ant. Diodes 0, final antenna-violating net count 0, largest area contributor in the netlist dfxtp_1, die height 120 um, crit path cell chain clkdlybuf4s50_1, final hold slack 0.458 ns, Seq/Total Area, Yosys 44.3%, TritonCTS clock tree built, Leakage Power 0.798 nW, final setup fails 0, hold_buf cts 0, cells in synth_stat.txt 178, CP delay by family, top buffers and inverters, vias in the first global route 1,347, die width 120 um, FILL cells 1,058, Post-CTS Setup Bufs 0, area delta synth->final 35.7%, Mean Syn Cell Area 8.75 um^2, row count 36, Pwr Density 806 nW/um^2, cells resized by post-CTS repair 0, Clk Latency, worst-skew pair 0.29 ns, synthesized cell area 1560 um^2, Final Hold Fails 0, layout cells sized above 1 7.80%, Total Power 1.70 mW, clk_skew 0.00591 ns, Pre-antenna DRT Iters 4, core box area 9770 um^2, Area leader share 42.4%, mean routed wirelength per cell 11.2 um, top cells, area dfxtp_1, a211oi_1, and3_1, TNS Setup 0 ns, Remaining DRCs 0, PortBufs 29, RSZ-0062 raised after global routing false, CP endpoint kind output port, synthesized instance count 178, die area 14,400 um^2, dpl hpwl 2670 um, Synth cell types 27, Peak VDD IR 259 uV, WP data required 1.44 ns, Root Buffer clkbuf_8, Max Cap Violations 0, CP max FO 8, Worst-Margin Slew 0.347 ns, GP Congestion 0.735, crit path launch type flip-flop, Rel. slew slack 76.5%, initial antenna violation count 0, Vias 1,323, Worst-path clk slew 0.07 ns, Sink Count 34, cycle use final 93.5%, top_reg_cell synth dfxtp_1, largest net degree at the start of global routing 52, Hold Crit Class flip-flop to flip-flop, GR Util All Layers 5.34%, max incr delay on CP 0.54 ns, Seq cells post-synth 34, # IOs 30, count of library flops with an enable pin 1
[power by group]
part / total [mW] / leakage (nW) / switching [mW] / internal [mW]
logic: 0.189 / 0.465 / 0.0774 / 0.111
registers: 0.819 / 0.283 / 0.0200 / 0.799
clock network: 0.696 / 0.0504 / 0.285 / 0.411
total: 1.70 / 0.798 / 0.382 / 1.32
[worst paths after layout]
path / startpoint / end / slack, ns / depth (start not counted)
max: cnt[0] / o_SH_CP / 0.12 / 1
min: valid_del / sh_cp_en / 0.46 / 2
max reg2reg: cnt[0] / data[11] / 0.29 / 4
min reg2reg: valid_del / sh_cp_en / 0.46 / 2
[tightest hold or removal path, cell delays in order, from the launching register on]
cell and delay (ns):
dfxtp_1 0.30, nand2b_1 0.06, a21oi_1 0.06
[area by class of cell]
| cell class | instances | area, um^2 | share of cell area, % |
|---|---|---|---|
| clock buffer | 5 | 68.8 | 3.26 |
| clock inverter | 3 | 45.0 | 2.13 |
| inverter | 1 | 3.75 | 0.178 |
| multi-input combinational | 126 | 783 | 37.1 |
| sequential | 34 | 691 | 32.7 |
| tap | 133 | 166 | 7.87 |
| timing repair buffer | 36 | 355 | 16.8 |
[cell families after synthesis]
group	count (synthesis)	share of synthesized area, %
flops	34	44.3
compound gates	29	13.3
simple gates	91	33.3
fa+ha+maj	1	0.803
buf+inv	18	5.38
mux	1	0.643
xor+xnor	4	2.25
[metrics by stage]
step	instance area, um^2	utilization, %	worst slack, ns	std cells
after floorplan	1560	-	0.631	178
after global placement	2000	20.5	0.250	330
after detailed placement	2000	20.5	0.227	330
after CTS	2110	21.6	0.0599	338
after global routing	2110	21.6	0.0327	338
final	2110	21.6	0.117	338
[sequential cells by signal (all words and copies together) (netlist names)]
name / cells
o_ST_CP: 1
valid_del: 1
st_cp_en: 1
data: 24
sh_cp_en: 1
cnt: 6
[per-layer routing]
metal / track usage, % / up-vias / routed length [um]
li1: - / 689 / -
met4: 0.452 / 0 / 36
met5: 0 / - / 0
met1: 7.43 / 611 / 1790
met3: 2.19 / 5 / 249
met2: 7.94 / 18 / 1710
[Yosys cell counts, types with 2 or more instances]
master     n
nor2b_1   24
nand4_1    2
xor2_1     3
buf_4      3
a21oi_1    3
and3_1    24
nand3_1    2
o21ai_0    2
a211oi_1  23
nor3_1    23
clkbuf_1  10
buf_2      4
dfxtp_1   33
nor2_1     5
nand2_1    5
[layout by cell type (no fill, tap or decap)]
| cell | synthesis | layout |
|---|---|---|
| nand4_1 | 2 | 2 |
| a31o_1 | 1 | 1 |
| nand2b_1 | 1 | 1 |
| inv_1 | 1 | 1 |
| nor3_1 | 23 | 23 |
| nand3_1 | 2 | 2 |
| bufinv_16 | 0 | 1 |
| a21oi_1 | 3 | 3 |
| nor2_1 | 5 | 5 |
| nor2b_1 | 24 | 24 |
| mux2i_1 | 1 | 1 |
| nand2_1 | 5 | 5 |
| o21ai_0 | 2 | 2 |
| nor4b_1 | 1 | 1 |
| clkbuf_8 | 0 | 5 |
| xnor2_1 | 1 | 1 |
| buf_4 | 3 | 6 |
| xor2_1 | 3 | 3 |
| or2_2 | 1 | 1 |
| a211oi_1 | 23 | 23 |
| ha_1 | 1 | 1 |
| buf_12 | 0 | 1 |
| or3_1 | 1 | 1 |
| clkinvlp_4 | 0 | 2 |
| and3_1 | 24 | 24 |
| edfxtp_1 | 1 | 1 |
| clkdlybuf4s50_1 | 0 | 29 |
| dfxtp_1 | 33 | 33 |
| nand4b_1 | 1 | 1 |
| nand3b_1 | 1 | 1 |
No activity file was given, so power comes from the tool's default toggle rates.
