--- flow/design.v ---
module time_keeping(
	input	logic			i_CLK		,
	input	logic			i_RST		,
	input	logic			i_SET		,
	input	logic			i_HR_INCR	,
	input	logic			i_MN_INCR	,
	output	logic	[3:0]	o_HR_U		,
	output	logic	[1:0]	o_HR_T		,
	output	logic	[3:0]	o_MN_U		,
	output	logic	[2:0]	o_MN_T		,
	output	logic			o_SEC		,
	output	logic			o_SET		,
	output	logic			o_VALID		
);
	localparam C_USEC_CNT_LIM = 999;  
	logic  [9:0]	cnt_usec	;
	logic  [9:0]	usec		;
	logic  [5:0]	sec			;
	logic  [3:0]	hr_u		;
	logic  [1:0]	hr_t		;
	logic  [3:0]	mn_u		;
	logic  [2:0]	mn_t		;
	logic  hr_incr_del;
	logic  mn_incr_del;
	assign o_HR_U = hr_u;
	assign o_HR_T = hr_t;
	assign o_MN_U = mn_u;
	assign o_MN_T = mn_t;
	always_ff @(posedge i_CLK)
		begin
			hr_incr_del <= i_HR_INCR;
			mn_incr_del <= i_MN_INCR;
		end
	assign hr_incr = (!hr_incr_del && i_HR_INCR && i_SET);
	assign mn_incr = (!mn_incr_del && i_MN_INCR && i_SET);
	always_ff @(posedge i_CLK)
		begin
			if(i_RST || i_SET)
				begin
					cnt_usec <= 0;
					usec <= 0;
					sec <= 0;
					o_VALID <= 1'b0;
					o_SEC <= 1'b0;
				end
			else
				begin
					if(cnt_usec == C_USEC_CNT_LIM)
						begin
							o_VALID <= 1'b1;
							cnt_usec <= 0;
							if(usec == 999)
								begin
									o_SEC <= 1'b1;
									usec <= 0;
									if(sec == 59)
										begin
											sec <= 0;
										end
									else
										begin
											sec <= sec + 1;
										end
								end
							else
								begin
									usec <= usec + 1;
								end
						end
					else
						begin
							cnt_usec <= cnt_usec + 1;
							o_VALID <= 1'b0;
							o_SEC <= 1'b0;
						end
				end
		end
	always_ff @(posedge i_CLK)
		begin
			if(i_RST)
				begin
					mn_u <= 0;
					mn_t <= 0;
					hr_u <= 0;
					hr_t <= 0;
				end
			else
				begin
					if((cnt_usec == C_USEC_CNT_LIM && usec == 999 && sec == 59) || mn_incr)
						begin
							if(mn_u == 9)
								begin
									mn_u <= 0;
									if(mn_t == 5)
										begin
											mn_t <= 0;
										end
									else
										begin
											mn_t <= mn_t + 1;
										end
								end
							else
								begin
									mn_u <= mn_u + 1;
								end
						end
				end
				if((cnt_usec == C_USEC_CNT_LIM && usec == 999 && sec == 59 && mn_u == 9 && mn_t == 5) || hr_incr)
					begin
						if(hr_u == 9 || (hr_u == 3 && hr_t == 2)) 
							begin
								hr_u <= 0;
								if(hr_t == 2)
									begin
										hr_t <= 0;
									end
								else
									begin
										hr_t <= hr_t + 1;
									end
							end
						else
							begin
								hr_u <= hr_u + 1;
							end
				  end
		end
endmodule
--- flow/run.sh ---
#!/bin/bash
# OpenROAD 26Q1-2900-gdf79404cd8, Yosys 0.63+post, stock flow scripts
make -C /OpenROAD-flow-scripts/flow DESIGN_CONFIG=/design/flow/config.mk WORK_HOME=/design/flow/orfs finish
--- flow/config.mk ---
export PLATFORM = sky130hd
export DESIGN_NAME = time_keeping
export DESIGN_NICKNAME = time_keeping
export VERILOG_FILES = /design/flow/design.v
export SDC_FILE = /design/flow/constraint.sdc
export NUM_CORES = 4
export LEC_CHECK = 1
export CORE_UTILIZATION = 30
--- flow/constraint.sdc ---
current_design time_keeping

set clk_period 4.6
set clk_io_pct 0.2

create_clock -name clk0 -period $clk_period [get_ports {i_CLK}]

set non_clock_inputs [all_inputs -no_clocks]
set_input_delay [expr $clk_period * $clk_io_pct] -clock clk0 $non_clock_inputs
set_output_delay [expr $clk_period * $clk_io_pct] -clock clk0 [all_outputs]
==> summary.txt <==
flow finished, numbers: status=finished clean, post-CTS setup buffers=0, CP endpoint=o_MN_U[1], Setup WS pre-CTS=2200 ps, Worst-Skew Late Latency=290 ps, Hold Buf Count CTS=0, met3 Usage GRT=1.72%, Crit Reg-Reg Endpoint=hr_u[0], Post-Layout Inst Area=0.00233 mm^2, Worst-path clk slew=80 ps, CP Capture Type=primary output, Clock Path Buffers=2, Top FF cell, synth=dfxtp_1, Hold Fails Final Rpt=0, max incr delay on CP=530 ps, ANT cells=0, yosys warns=4, RSZ-0062 raised after global routing=no, Routed wire per std cell=11.1 um, Post-synth top cells=42 x nor2_1, 39 x dfxtp_1, 18 x nand2_1, fmax=0.444 GHz, worst vdd ir=0.142 mV, worst slew pin tran=666 ps, FP Util=31.2%, number of synthesized register bits=43, WP buf/inv=1, Buffers on Ports=19, Post-Synthesis Cells=219, CP startpoint=mn_u[1], CP arrival=1330 ps, DIE AREA=0.00694 mm^2, Hold/Removal Path Class=flip-flop to flip-flop, post-CTS resize count=0, IO Pins=21, worst-path maximum fanout=11, Worst path slowest cell=clkdlybuf4s50_1, Core Region=0.00635 mm^2, DR DRC count=0, crit path cell chain=clkdlybuf4s50_1, routability cong.=0.782, PwrDens=275 mW/mm^2, row count=29, critical path data required time=3680 ps, Root Buffer=clkbuf_8, Cell variety after synth=45, CP startpoint kind=flip-flop, initial antenna violation count=0, die height=83.3 um, Via Count=1529, met2 GRT Util=16.6%, Clock Sinks=43, Final min period=2250 ps, Layout Skew=9.08 ps, critical path's top delay family=buffers and inverters, fin worst setup slack=2350 ps, GRT Total Usage=11.0%, setup TNS=0 ps, Avg Cell Area, Syn=9.05 um^2, flip-flops with a built-in enable=4, Top Usage Layer GRT=met1, r2r setup slk=2470 ps, Die Wd=83.3 um, Seq share, synth=45.5%, Antenna Nets Post-Route=0, Placed Instances=311, Mapped Area=0.00198 mm^2, max_slew headroom=55.2%, routed wire length=3560 um, count leader, synth=nor2_1, Leak Pwr=0.812 nW, via/cell ratio=4.79, final setup fails=0, H-tree depth=2, Setup Crit Path Kind=flip-flop to primary output, Levels on crit path=1, yosys cell count=219, final core utilization=36.7%, largest net degree at the start of global routing=14, DRT iter0 DRCs=54, Global Route met1 Usage=17.5%, Final Non-Filler Cells=319, main area contributors=dfxtp_1 39%, nor2_1 8.0%, xor2_1 6.6%, number of pins with negative max-slew slack in the final report=0, Synth top area share=39.4%, Critical R2R Launch=cnt_usec[4], Max Cap Viol=0, cell taking the most area after synthesis=dfxtp_1, tool warning count=26, CTS Buf Count=5, vias in the first global route=1366, Overflow after GRT=0, YS chip area=0.00198 mm^2, R2R cell count=4, CTS tree=done, first-pass GRT wire length=6290 um, FFs w/ async S/R, synth=0%, Detailed Place HPWL=2590 um, DR pass1 iterations=4, Area growth syn-to-layout=17.7%, share of layout cells above drive strength 1=7.85%, Tcrit/Tclk final=49.0%, placed standard-cell area=0.00225 mm^2
==> how the worst min path moves through the flow <==
| stage | startpoint | to | depth (start not counted) |
|---|---|---|---|
| final | cnt_usec[0] | cnt_usec[0] | 1 |
| after global routing | o_SEC | o_SEC | 1 |
| after CTS | cnt_usec[0] | cnt_usec[0] | 1 |
==> routing by layer <==
layer  part of all wire, %  wire length, um
met5                     0                0
met4                   2.0               70
met3                   2.5               89
met2                    41             1470
met1                    54             1930
==> layout make-up <==
type | count | area (um^2)
clock buffers | 5 | 68.8
flip-flops and latches | 43 | 901
multi-input cells | 167 | 1040
inverters | 5 | 18.8
clock inverters | 3 | 15.0
fillers | 625 | 4020
well taps | 77 | 96.3
repair buffers | 19 | 190
==> state kept, by name, summed over array words and instances (netlist names) <==
| name | flops |
|---|---|
| hr_u | 4 |
| mn_t | 3 |
| o_SEC | 1 |
| cnt_usec | 10 |
| hr_incr_del | 1 |
| mn_incr_del | 1 |
| hr_t | 2 |
| usec | 10 |
| mn_u | 4 |
| sec | 6 |
| o_VALID | 1 |
==> cell families (layout without fill, tap and decap cells) <==
group | Yosys count | after routing | synth area share [%]
mux | 1 | 1 | 0.505
flops | 43 | 43 | 45.5
other cells | 1 | 1 | 0.189
fa+ha+maj | 5 | 5 | 3.16
buf+inv | 9 | 32 | 1.89
simple gates | 115 | 115 | 30.0
compound gates | 20 | 20 | 7.77
xor+xnor | 25 | 25 | 11.0
==> per-stage QoR <==
| stage | hold WS [ps] | power [W] |
|---|---|---|
| floorplan | 418 | 0.000410 |
| global placement | 433 | 0.000424 |
| detailed placement | 436 | 0.000424 |
| CTS | 452 | 0.000655 |
| global route | 497 | 0.000676 |
| finish | 448 | 0.000642 |
==> placed cells by master, fill, tap and decap left out, drive strengths merged, types with 2 or more instances in the layout <==
| cell type | Yosys | layout |
|---|---|---|
| clkbuf | 3 | 5 |
| a211o | 2 | 2 |
| xor2 | 15 | 15 |
| edfxtp | 4 | 4 |
| dfxtp | 39 | 39 |
| xnor2 | 10 | 10 |
| or2 | 3 | 3 |
| or3 | 2 | 2 |
| and4 | 2 | 2 |
| and3 | 4 | 4 |
| inv | 5 | 5 |
| a31o | 2 | 2 |
| nand2 | 18 | 18 |
| ha | 5 | 5 |
| a32o | 2 | 2 |
| nand4 | 8 | 8 |
| clkinv | 0 | 3 |
| nor4 | 2 | 2 |
| o21ai | 2 | 2 |
| clkdlybuf4s50 | 0 | 19 |
| nand3b | 4 | 4 |
| nor2 | 42 | 42 |
| nand3 | 14 | 14 |
| a21oi | 5 | 5 |
| nor4b | 2 | 2 |
| nor3 | 7 | 7 |
==> report_power, final <==
part	total [W]	leakage, nW	internal, W	switching, W
registers	0.000388	0.357	0.000382	0.00000521
logic	0.0000268	0.407	0.0000138	0.0000130
clock network	0.000228	0.0477	0.000104	0.000124
Power and IR drop assume default switching activity.
