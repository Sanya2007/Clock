==> flow/design.v <==
module clk_devider(
	input	logic	clk,
	input	logic	rst,
	output	logic	clk_1M
);
	logic	[4:0] cnt;
	always_ff @(posedge clk)
	begin
		if(rst)
		begin
			cnt <= 0;
			clk_1M <= 1'b0;
		end else
		begin
			if(cnt == 24)
			begin
				clk_1M <= ~clk_1M;
				cnt <= 0;
			end else
			begin
				cnt <= cnt + 1;
			end
		end
	end
endmodule
==> flow/run.sh <==
#!/bin/bash
# OpenROAD 26Q1-2900-gdf79404cd8, Yosys 0.63+post, stock flow scripts
make -C /OpenROAD-flow-scripts/flow DESIGN_CONFIG=/design/flow/config.mk WORK_HOME=/design/flow/orfs finish
==> flow/config.mk <==
export PLATFORM = sky130hd
export DESIGN_NAME = clk_devider
export DESIGN_NICKNAME = clk_devider
export VERILOG_FILES = /design/flow/design.v
export SDC_FILE = /design/flow/constraint.sdc
export NUM_CORES = 4
export LEC_CHECK = 1
export CORE_AREA = 10 10 70 70
export DIE_AREA = 0 0 80 80
==> flow/constraint.sdc <==
current_design clk_devider

set clk_period 1.2
set clk_io_pct 0.2

create_clock -name clk0 -period $clk_period [get_ports {clk}]

set non_clock_inputs [all_inputs -no_clocks]
set_input_delay [expr $clk_period * $clk_io_pct] -clock clk0 $non_clock_inputs
set_output_delay [expr $clk_period * $clk_io_pct] -clock clk0 [all_outputs]
==> impl_metrics.tcl <==
# implementation run metrics
set metrics [dict create \
    cts-root-buf "clkbuf_4" \
    ys_seq_share_pct 40.7 \
    synthDistinctLibCells 15 \
    crit_slowest_cell "dfxtp_2" \
    path_delay_family "flip-flops" \
    grt_pass1_wl_um 1130 \
    slew_viol_final 0 \
    grt_start_max_net_pins 6 \
    violations "negative setup slack" \
    p_leak_nw 0.189 \
    area_delta_synth_final_pct 69.9 \
    drt_wl_total_um 602 \
    grtUsageTotal_pct 2.16 \
    pre_cts_slack_ps -44.0 \
    gr-total-overflow 0 \
    fp_util_pct 8.64 \
    placementRows 21 \
    status "finished, violations left" \
    finalCritPeriodShare_pct 100 \
    cts_tree "done" \
    finalCriticalPeriod_ps 1200 \
    io-pin-count 3 \
    ys_ff 6 \
    cts.sinks 6 \
    min_path_type "reg2reg" \
    cts_made_buffers 3 \
    ant_nets 0 \
    vias_per_cell 2.88 \
    fp.dieArea_um2 6400 \
    crit_arrival_ps 1330 \
    antenna-diode-count 0 \
    max_stage_delay_ps 320 \
    setup_ws_ps -2.58 \
    setup_viol 1 \
    core-area_um2 3420 \
    slew_headroom_pct 83.4 \
    place.gp.congestion 0.714 \
    path_cells "inv_2, ha_4, and4b_2, mux2_4" \
    path_buffers 1 \
    crit_path_end_kind "register" \
    ys_area_um2 295 \
    fin_skew_ps 4.37 \
    clkTransAtPathRegs_ps 40 \
    drive_above_1_share_pct 65.0 \
    crit_type "reg2reg" \
    drt-pass1-iter-count 2 \
    rsz0062_at_grt "yes" \
    drtIter0Drc 3 \
    htreeDepth 1 \
    ys_cells 27 \
    drc_errors 0 \
    cts-hold-fix-buffers 0 \
    routedWlPerCell_um 7.00 \
    dr_total_vias 248 \
    cap_viol_max_count 0 \
    clock_latency_ps 240 \
    crit_fanout 4 \
    worstMarginPinSlew_ps 248 \
    grt_most_used_layer "met2" \
    ys_warn_count 1 \
    fillers 399 \
    fmax_mhz 832 \
    ir_drop_v 0.000586 \
    die_w_um 80 \
    warnings 29 \
    holdWs_ps 552 \
    power.density_nw_per_um2 926 \
    netlist_instances 27 \
    grt_use_met2_pct 3.37 \
    crit_path_start_kind "register" \
    ctsLongestPathBuffers 2 \
    seq_area_um2 124 \
    syn_area_um2 295 \
    comb_area_um2 196 \
    met1_usage_pct 2.35 \
    cp_data_required_time_ps 1320 \
    port_buffers 2 \
    chipHeight_um 80 \
    grt_util_met3_pct 1.70 \
    finalHoldViolCount 0 \
    avgSynthCellArea_um2 10.9 \
    hpwl_um 411 \
    antenna_found_initial 0 \
    grt_pass1_vias 294 \
]
## registers in the layout, indices dropped and copies added, names as in the netlist
register  count
clk_1M        1
cnt           5
## worst register-to-register path, stage by stage, from the launching register on
cell	delay [ps]
dfxtp_2	320
inv_2	60
ha_4	120
and4b_2	290
mux2_4	310
## kinds of logic (layout without fill, tap and decap cells)
kind of cell / count (synthesis) / after routing / synth area share (%)
AND/OR/NAND/NOR: 10 / 10 / 28.0
flip-flops: 6 / 6 / 40.7
multiplexers: 1 / 1 / 5.08
XOR/XNOR: 1 / 1 / 2.97
AND-OR/OR-AND: 4 / 4 / 8.47
buffers and inverters: 3 / 16 / 6.36
adder cells (fa/ha/maj): 2 / 2 / 8.47
## area by class of cell
type | instances | area share, %
sequential | 6 | 24.7
tap | 46 | 11.5
inverter | 2 | 1.50
multi-input combinational | 18 | 39.2
clock buffer | 3 | 4.49
timing repair buffer | 11 | 18.7
## synthesized netlist by cell type, drive strengths merged
master	number	area share, %
a21oi	2	3.4
and4	2	6.8
and4b	1	3.4
buf	1	3.8
dfxtp	6	41
ha	2	8.5
inv	2	2.5
mux2	1	5.1
nor2	1	1.3
nor2b	1	2.1
nor3	2	3.4
nor3b	1	2.5
nor4	2	8.5
o21bai	2	5.1
xnor2	1	3.0
## cells in the final DEF (no fill, tap or decap)
cell type        netlist  final
buf_6                  1      2
buf_4                  0      7
nor3_1                 2      2
dfxtp_1                6      3
dfxtp_2                0      3
and4_2                 2      2
nor4_2                 2      1
and4b_2                0      1
inv_2                  0      2
ha_4                   0      2
clkdlybuf4s50_1        0      1
nor4_4                 0      1
nor3b_2                0      1
xnor2_1                1      1
clkbuf_4               0      3
o21bai_1               2      2
mux2_4                 1      1
nor2_1                 1      1
a21oi_1                2      2
dlygate4sd2_1          0      1
nor2b_1                1      1
## report_power, final
part,internal (mW),switching (mW),leakage [nW]
clock,0.113,0.0716,0.0138
combinational,0.0361,0.0294,0.125
sequential,0.210,0.00486,0.0500
total,0.359,0.106,0.189
## per-stage QoR
| stage | cell area (um2) | instances | utilization, % | TNS (ps) | power (mW) |
|---|---|---|---|---|---|
| 2_1_floorplan | 300 | 27 | - | -33.6 | 0.243 |
| 3_3_place_gp | 427 | 82 | 12.5 | -116 | 0.269 |
| 3_5_place_dp | 427 | 82 | 12.5 | -92.1 | 0.271 |
| 4_1_cts | 468 | 86 | 13.7 | -14.2 | 0.459 |
| 5_1_grt | 502 | 86 | 14.7 | -55.5 | 0.499 |
| 6_report | 502 | 86 | 14.7 | -2.58 | 0.465 |
## repair_timing
action                     in CTS  in global routing
setup endpoints to repair       4                  4
buffers inserted                1                  0
pin swaps                       3                  1
gates resized                   6                  4
## final timing paths
path	cells after the start	slack (ps)	from	endpoint
hold reg to reg	2	550	cnt[0]	cnt[0]
setup / recovery	4	-3	cnt[0]	clk_1M
hold / removal	2	550	cnt[0]	cnt[0]
setup reg to reg	4	-3	cnt[0]	clk_1M
## routing by layer
layer	part of all wire [%]	up-vias
met5	0	-
met4	0	0
met3	10	0
met2	42	6
met1	48	116
li1	-	126
No activity file was given, so power comes from the tool's default toggle rates.
